<file path="./config.mk">
export PLATFORM = sky130hd
export DESIGN_NAME = adder16s
export DESIGN_NICKNAME = adder16s
export VERILOG_FILES = /design/flow/design.v
export SDC_FILE = /design/flow/constraint.sdc
export NUM_CORES = 4
export LEC_CHECK = 1
export CORE_UTILIZATION = 30
</file>
<file path="./constraint.sdc">
current_design adder16s

set clk_period 7.1
set clk_io_pct 0.2

create_clock -name clk0 -period $clk_period [get_ports {clk}]

set non_clock_inputs [all_inputs -no_clocks]
set_input_delay [expr $clk_period * $clk_io_pct] -clock clk0 $non_clock_inputs
set_output_delay [expr $clk_period * $clk_io_pct] -clock clk0 [all_outputs]
</file>
<file path="./design.v">
module adder16s(clk, reset, x, y, cin, sum, cout);
  input [15:0] x, y;
  input clk, reset, cin;
  output [15:0] sum;
  output cout;
  reg [15:0] r0, r1;
  assign {cout, sum} = r0 + r1 + cin;
  always @(posedge clk or negedge reset) begin
    if(reset == 1'b0) begin
      r0 <= 0; r1 <= 0;
    end else begin
      r0 <= x; r1 <= y;
    end
  end
endmodule
</file>
<file path="./run.sh">
#!/bin/bash
# OpenROAD 26Q1-2900-gdf79404cd8, Yosys 0.63+post, stock flow scripts
make -C /OpenROAD-flow-scripts/flow DESIGN_CONFIG=/design/flow/config.mk WORK_HOME=/design/flow/orfs finish
</file>
==> deck_impl_summary.md <==
Key Metrics from the Run

Outcome
  – Outcome: finished, final reports clean

Power and ir drop
  – Leakage: 0.9623 nW
  – Internal Pwr Total: 338.6 uW
  – Combinational Power Share: 0.287
  – P_sw: 105.1 uW
  – Sequential share of power: 0.439
  – Sw Share: 0.2368
  – Pwr/cell area: around 200 nW/um2
  – Clk pwr share: 0.273
  – VDD IR max: 0.0001208 V

Floorplan
  – I/O Pins: 52
  – Die Span Y: 73.86 um
  – Core box area: 4848 um2
  – Chip area: 5455 um2
  – Row cnt: 25
  – Init Core Util: 0.3195
  – Die X: 73.86 um

Detailed routing
  – WL final: 2.672 mm
  – Vias per inst: 4.336
  – Vias: 1,084
  – Mean routed wirelength per cell: approximately 11 um
  – Inserted Diodes: 0
  – DRT antenna net count: 0
  – Drt pass-1 iters: 2
  – Initial DRC Count: 33
  – Drt drc: 0

Synth
  – Netlist Area Pre-Place: 1549 um2
  – Post-synth EDFFs: 0
  – Main area contributors: dfrtp_1, ha_1, xnor2_1
  – Synth warnings: 1
  – Commonest flop: dfrtp_1
  – Synth flops: 32
  – Sequential element share of the synthesized area: 0.5170
  – Post-Syn Area per Cell: 12.49 um2
  – Yosys cell types: 30
  – Yosys top cell by area: dfrtp_1
  – Post-synth area from yosys stat: between 1500 and 2000 um2
  – Synthesized instance count: 124
  – Top-area cell share: 0.5170
  – Synth async-reset ratio: 1.000
  – Yosys cell count: 124

Run
  – Max cap viols: 0
  – Log Warnings: 25

Placed design
  – Routability cong.: 0.8506
  – PortBufs: 51
  – Detailed Place HPWL: 2.195 mm
  – Worst slack, placed: ~1300 ps

GRT
  – Vias in the first global route: approximately 1,100
  – Largest net degree at the start of global routing: 33
  – Initial antenna violation count: 0
  – GRT Residual Overflow: 0
  – First-pass GRT wire length: 4.678 mm
  – Total GRT Usage: 0.1137

Hold path
  – Hold Crit Class: in -> async

CTS
  – CTS tree: built
  – Max Buffers Root-to-Sink: 2
  – CTS hold repair buffers: 0
  – Total CTS buffers: 5
  – Root Driver: clkbuf_8
  – Number of gates resized after cts: 0
  – Setup Buffers After CTS: 0
  – H-tree depth: 2
  – CTS sink cnt: 32
  – Clk pin slew, worst setup/hold paths: 60 ps

Setup path
  – Crit start category: input pin
  – Crit path from: cin
  – Data arrival, critical path: ~4400 ps
  – CP Capture Type: output pin
  – CP Class: in -> out
  – Critical Path RT: 5680 ps
  – Maximum fanout along the worst path: 2

Final timing
  – Final Max Slew Viols: 0
  – Slew headroom: 0.7443
  – Final setup margin: between 1000 and 1500 ps
  – Final tally of hold violations: 0
  – Setup TNS: 0 ps
  – Tightest Pin Transition: 383.6 ps
  – Final setup violation count: 0
  – Tmin final: 5773 ps
  – Fin Hold WS: roughly 1500 ps
  – Max Clk Rate: around 0.17 GHz
  – RSZ-0062 raised after global routing: false
  – Cycle use final: 0.8130

Final layout
  – Final Util: 0.4596
  – Share of layout cells above drive strength 1: 0.08743
  – Area Overhead vs Synth: 43.86%
==> cell usage in the layout, fill, tap and decap left out, types with 5 or more instances in the layout <==
cell type	instances
clkbuf_8	5
ha_1	15
xnor2_1	9
a21oi_1	7
nor2_1	5
inv_1	6
clkdlybuf4s50_1	51
a21o_1	5
dfrtp_1	32
xor2_1	5
==> layout make-up <==
class | instances | area, um2
fill | 435 | 2620
sequential | 32 | 800.8
timing repair buffer | 52 | 518.0
tap | 67 | 83.83
clock buffer | 6 | 72.57
clock inverter | 1 | 5.005
multi-input combinational | 86 | 725.7
inverter | 6 | 22.52
==> state kept, by name (all words and copies together) (netlist names) <==
register / cells
r0: 16
r1: 16
==> metal layers <==
metal	global-route usage	part of all wire
met2	0.1682	0.46
met1	0.1776	0.46
met5	0	0
met4	0.01496	0.016
met3	0.03051	0.063
==> how the worst max path moves through the flow <==
stage / slack [ps] / endpoint / cells after the start
global route: 1160 / sum[10] / 10
finish: 1330 / sum[10] / 10
CTS: 1300 / sum[10] / 10
==> worst max-delay path, cell delays in order <==
cell,delay [ps]
clkdlybuf4s50_1,430
fa_1,460
fa_1,430
a21oi_2,190
o21ai_2,100
a2111oi_2,420
o31ai_1,130
a21oi_2,150
xnor2_1,120
clkdlybuf4s50_1,490
==> through the flow <==
stage / instance area [um2] / instances / power [mW]
4_1_cts: 2228 / 250 / 0.4520
3_5_place_dp: 2151 / 243 / 0.3272
6_report: 2228 / 250 / 0.4436
5_1_grt: 2228 / 250 / 0.4762
3_3_place_gp: 2151 / 243 / 0.3269
2_1_floorplan: 1549 / 124 / 0.2542
==> power by group through the flow <==
stage	registers, mW	clock network (mW)	logic, mW
after CTS	0.195	0.127	0.130
after global routing	0.196	0.137	0.143
final	0.195	0.121	0.127
==> Yosys cell counts (all sizes together) (2+ instances only) <==
master  count
dfrtp      32
xnor2       9
o31ai       2
o21a        2
a21oi      11
nand2b      2
nor2        5
xor2        5
fa          2
ha         15
a21o        5
o211ai      3
inv         6
o21bai      2
nand2       3
nand3       3
o21ai       9
==> logic make-up after synthesis <==
kind of cell               count (synthesis)  synth area share
xor gates and xnor gates                  14           0.07916
adders and majority gates                 17            0.1470
DFF                                       32            0.5170
and+or+nand+nor                           15           0.04442
AOI/OAI and AO/OA                         40            0.1979
buffers and inverters                      6           0.01454
Power is estimated from default activity; no workload was simulated.
