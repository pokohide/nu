### run.sh
#!/bin/bash
# OpenROAD 26Q1-2900-gdf79404cd8, Yosys 0.63+post, stock flow scripts
make -C /OpenROAD-flow-scripts/flow DESIGN_CONFIG=/design/flow/config.mk WORK_HOME=/design/flow/orfs finish
### config.mk
export PLATFORM = sky130hd
export DESIGN_NAME = adder16
export DESIGN_NICKNAME = adder16
export VERILOG_FILES = /design/flow/design.v
export SDC_FILE = /design/flow/constraint.sdc
export NUM_CORES = 4
export LEC_CHECK = 1
export CORE_AREA = 10 10 80 80
export DIE_AREA = 0 0 90 90
### design.v
module adder16(x, y, cin, sum, cout);
  input [15:0] x, y;
  input cin;
  output [15:0] sum;
  output cout;
  assign {cout, sum} = x + y + cin;
endmodule
### constraint.sdc
current_design adder16

set clk_period 7.1
set clk_io_pct 0.2

create_clock -name clk0 -period $clk_period

set non_clock_inputs [all_inputs -no_clocks]
set_input_delay [expr $clk_period * $clk_io_pct] -clock clk0 $non_clock_inputs
set_output_delay [expr $clk_period * $clk_io_pct] -clock clk0 [all_outputs]
==> run notes <==
fresh numbers from the pnr run: final setup TNS 0 ns, clock buf count 0, MI comb area 718 um2, Synth warnings 0, Routed Antenna Nets 0, Hold Vio Cnt, Final 0, max-cap viol count 0, DRC 0, Core Region 4720 um2, fp_density 15.5%, fmax 0.173 GHz, Top non-seq family AND-OR/OR-AND gates, Slowest-stage cell, CP clkdlybuf4s50_1, largest net degree at the start of global routing 7, Starting DRT DRC Count 11, total congestion overflow 0, DR WL/cell 11.3 um, first-pass GRT wire length 3.94 mm, Syn-to-layout area delta 79.7%, I/O pin count 50, # Cells Yosys 89, Cell Type Count 31, Die Height 90 um, biggest area cells ha_1 26%, xnor2_1 11%, a21oi_1 6.1%, xor2_1 6.0%, fa_1 5.5%, Vias/cell 3.89, Worst Setup End Kind output pin, drt total wl 2.33 mm, CP startpoint y[0], outcome finished clean, diode count 0, Syn Area/Cell 8.24 um2, pwr/cell area 94.1 nW/um2, Slew Viols, Final 0, Log Warnings 32, DP HPWL 2.14 mm, DIE AREA 8100 um2, min-delay src x[15], min Tclk post-route 5.79 ns, LEAKAGE 0.526 nW, hold crit path type in2out, Mapped Cells 89, mux share 0%, Synth Cell Area 733 um2, Die W 90 um, highest cell delay on the worst timing path 0.49 ns, WP data required 5.68 ns, total track usage 5.60%, Total Power 0.124 mW, Setup CP Type in2out, Reg area 0 um2, Final Wtd Congestion 0.741, final setup violation count 0, Worst Path Arrival 4.37 ns, highest-count logic cell in the final layout clkdlybuf4s50_1, num rows 25, cell taking the most area after synthesis ha_1, flop count 0, setup bufs post-CTS 0, Rel. slew slack 76.8%, setup ws final 1.31 ns, crit path cell chain clkdlybuf4s50_1 > fa_1 > fa_1 > a21oi_2 > o21ai_2 > a2111oi_2 > o31ai_1 > a21oi_1 > xnor2_1 > clkdlybuf4s50_1, # hold bufs at CTS 0, fraction of the mapped netlist area in adder cells 31.1%, Placed Cells 206, worst slew pin tran 0.345 ns, Peak VDD IR 0.0423 mV, CP Launch Type input port, vias in the first global route 833, Seq share, synth 0%, initial antenna violation count 0, cts repair resizes 0, iteration tally of the first detailed-router pass 4, vias 802, yosys synthesis chip area 733 um2, crit path max fanout 2, Non-Filler Instances 206, Top cell area share 25.6%, yosys aoi share 39.1%, pre-CTS setup slack 1.28 ns, Synth Area in Simple Gates 11.1%, fillers 515, most frequent cells in the layout 50 x clkdlybuf4s50_1, 15 x ha_1, 9 x a21oi_1, 9 x xnor2_1, 5 x xor2_1, layout cells sized above 1 7.91%, yosys xor share 16.7%, final period utilization 81.6%, RSZ-0062 raised after global routing no, # port buffers 50
## logic make-up (layout without fill, tap and decap cells)
kind of cell             count (synthesis)  count (layout)
adder cells (fa/ha/maj)                 17              17
AND/OR/NAND/NOR                         16              16
buffers and inverters                    4              54
XOR/XNOR                                14              14
AND-OR/OR-AND                           38              38
## metrics by stage
step | utilization (%) | instance area (um2) | hold slack (ns)
after floorplan | - | 733 | 2.94
after global placement | 27.9 | 1320 | 3.93
after detailed placement | 27.9 | 1320 | 3.93
after CTS | 27.9 | 1320 | 3.93
after global routing | 27.9 | 1320 | 3.98
final | 27.9 | 1320 | 3.92
## cell type report
cell class                      instances  area share [%]
Tap cell                               67            6.36
Multi-Input combinational cell         85            54.5
Inverter                                4            1.14
Timing Repair Buffer                   50            38.0
## power breakdown
| part | internal (mW) | leakage [nW] | switching (mW) | total [mW] |
|---|---|---|---|---|
| clock | 0 | 0 | 0 | 0 |
| sequential | 0 | 0 | 0 | 0 |
| combinational | 0.0803 | 0.526 | 0.0437 | 0.124 |
| total | 0.0803 | 0.526 | 0.0437 | 0.124 |
## critical path: cells and delay by family
| family | cells | cell delay [ns] |
|---|---|---|
| xor gates and xnor gates | 1 | 0.14 |
| AOI/OAI and AO/OA | 5 | 1.01 |
| buffers and inverters | 2 | 0.92 |
| adders and majority gates | 2 | 0.89 |
## routing by layer
layer	global-route usage (%)	part of all wire, %	wire, um
met3	0.922	4.6	107
met5	0	0	0
met1	8.51	54	1270
met4	0	0	0
met2	8.54	41	955
## path summary, 6_finish.rpt
| path | slack, ns | to | cells past startpoint |
|---|---|---|---|
| min | 3.92 | sum[15] | 4 |
| max | 1.31 | sum[10] | 10 |
## cells in the mapped netlist, types with 2 or more instances
| cell type | count |
|---|---|
| ha_1 | 15 |
| a21oi_1 | 9 |
| xnor2_1 | 9 |
| xor2_1 | 5 |
| a21o_1 | 4 |
| inv_1 | 4 |
| nand2_1 | 4 |
| o21ai_0 | 4 |
| a21oi_2 | 3 |
| nand3_1 | 3 |
| nor2_1 | 3 |
| o21bai_1 | 3 |
| fa_1 | 2 |
| nand2b_1 | 2 |
| o21a_1 | 2 |
| o21ai_2 | 2 |
Power and IR drop assume default switching activity.
