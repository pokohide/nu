[/design/flow/run.sh]
#!/bin/bash
# OpenROAD 26Q1-2900-gdf79404cd8, Yosys 0.63+post, stock flow scripts
make -C /OpenROAD-flow-scripts/flow DESIGN_CONFIG=/design/flow/config.mk WORK_HOME=/design/flow/orfs finish
[/design/flow/constraint.sdc]
current_design bcd2

set clk_period 3.4
set clk_io_pct 0.2

create_clock -name clk0 -period $clk_period [get_ports {clk}]

set non_clock_inputs [all_inputs -no_clocks]
set_input_delay [expr $clk_period * $clk_io_pct] -clock clk0 $non_clock_inputs
set_output_delay [expr $clk_period * $clk_io_pct] -clock clk0 [all_outputs]
[/design/flow/config.mk]
export PLATFORM = sky130hd
export DESIGN_NAME = bcd2
export DESIGN_NICKNAME = bcd2
export VERILOG_FILES = /design/flow/design.v
export SDC_FILE = /design/flow/constraint.sdc
export NUM_CORES = 4
export LEC_CHECK = 1
export CORE_AREA = 10 10 70 70
export DIE_AREA = 0 0 80 80
[/design/flow/design.v]
module bcd1(clk, reset, x, bcd1_out);
  input clk, reset, x;
  output [3:0] bcd1_out;
  reg [3:0] count_reg;   
  assign bcd1_out = count_reg;
  always @(posedge clk or negedge reset) begin
    if(reset == 1'b0) begin
      count_reg = 0;
    end else begin
      if(x == 1'b1) begin   
        if(count_reg == 9) begin  
          count_reg = 0; 
        end else begin
          count_reg = count_reg + x;   
        end
      end  
    end  
  end  
endmodule  
module bcd2(clk, reset, x, bcd2_out);
  input clk, reset, x;
  output [7:0] bcd2_out;
  wire bcd1a_clk;
  wire bcd1a_reset;
  wire bcd1a_x;
  wire [3:0] bcd1a_out;
  wire bcd1b_clk;
  wire bcd1b_reset;
  wire bcd1b_x;
  wire [3:0] bcd1b_out;
  assign bcd1a_clk = clk;
  assign bcd1b_clk = clk;
  assign bcd1a_reset = reset;
  assign bcd1b_reset = reset;
  assign bcd1a_x = x;
  bcd1 bcd1a(bcd1a_clk, bcd1a_reset, bcd1a_x, bcd1a_out);
  bcd1 bcd1b(bcd1b_clk, bcd1b_reset, bcd1b_x, bcd1b_out);
  assign bcd1b_x = (bcd1a_out == 9) ? 1'b1 : 1'b0;
  assign bcd2_out = {bcd1b_out, bcd1a_out};
endmodule
==> impl_metrics.ini <==
; physical design summary
[run_status]
outcome = completed

[global_route]
grt_max_degree = 9
gr-max-usage-layer = met1
grt_antenna_before_repair = 0
grt_use_met3 = 0.0261
met2_usage_in_global_routing = 0.0345
grt_util_met1 = 0.0400
global_route.usage.total = 0.0301
global_route_wire_length_before_repair_um = 1500
grt_pass1_vias = 332
gr-total-overflow = 0

[cts]
ctsHtreeMaxLevel = 1
tritoncts = yes
cts_hold_buffers = 0
post_cts.repair.setup_buffers = 0
clk_transition_reported_paths_ns = 0.06
clockBufferDepth = 2
ctsRootBufferMaster = sky130_fd_sc_hd__clkbuf_4
insertion_delay_ns = 0.26
cts_repair_resize_count = 0
numClockSinks = 8
numCtsBuffers = 3

[worst_setup_path]
end_kind = register
timing_worst_setup_path_type = register to register
r2r_slack_ns = 1.50
worstPathRequired_ns = 3.53
startpoint_type = register
critical_path_arrival_ns = 2.03
reg2reg_depth = 6
worstReg2RegStart = bcd1a.count_reg[1]
reg2reg_to = bcd1b.count_reg[3]
crit_path_max_fanout = 8

[floorplan]
dieWidth_um = 80
floorplanUtilization = 0.132
core_box_area_sq_mm = 0.00342
fp-row-count = 21
die-height_um = 80
io_pins = 11
design.die.area_sq_mm = 0.00640

[final_timing]
max_slew_margin = 0.752
fmax_mhz = 527
tightestPinTransition_ns = 0.371
report.final.slew_viol_count = 0
fin_worst_skew_ns = 0.00466
hold_violations = 0
min_period_ns = 1.90
rsz0062_at_grt = no
fin_setup_tns_ns = 0
period_used_share = 0.558
setup_viol = 0

[synth]
ys_dominant_reg_cell = sky130_fd_sc_hd__dfrtp_1
postSynthAreaPerCell_sq_um = 9.76
synthCells = 46
synth-edff-count = 0
synthesis.area_sq_um = 449
synth.ff_latch_count = 8
fraction_of_registers_with_async_set_reset = 1.00
post-synth-top-area-cell = sky130_fd_sc_hd__dfrtp_1
yosysTopAreaCellShare = 0.446
post_synth_most_frequent_cells = sky130_fd_sc_hd__dfrtp_1, sky130_fd_sc_hd__inv_1, sky130_fd_sc_hd__nand2_1
synth_warn = 1
synth_seq_share = 0.446
yosys_area_sq_um = 449
synthTopCellsByArea = sky130_fd_sc_hd__dfrtp_1, sky130_fd_sc_hd__ha_1, sky130_fd_sc_hd__inv_1
count_of_cell_types_in_the_netlist = 23
synth_stat.cells = 46
synth_dominant_cell_count = sky130_fd_sc_hd__dfrtp_1

[routing]
vias = 381
route.detailed.drc = 0
avgViaCountPerCell = 3.66
antennaDiodeCount = 0
first_pass_iters = 4
postRouteWirelength_um = 960
drt-wirelength-per-cell_um = 9.23
detail_route_antenna_nets = 0
drc_violation_total_after_the_first_tritonroute_iteration = 17

[finish]
layout-drive-gt1-share = 0.0690
area_delta_synth_final_pct = 39.0

[power]
power_uw = 296
power.density_cell_area_mw_per_mm2 = 475
netSwitchingFraction = 0.277
share_seq_of_total_power = 0.477
static-leakage-power_nw = 0.281
clkPwrFrac = 0.249
internal_portion_of_total_power_uw = 214
power.combinational.fraction = 0.273
vdd_drop_max_v = 0.0000896
power_dissipated_by_switching_net_loads_uw = 82.0

[job]
max_cap_violations = 0
tool_warnings = 25

[placement]
gp_routability_congestion = 0.737
place_hpwl_um = 734
port_buffers = 10

[worst_hold_path]
class_of_the_most_critical_hold_timing_path = register to register
min_delay_path_depth = 1
hp-start = bcd1b.count_reg[3]
hold_end = bcd1b.count_reg[3]
## through the flow
stage / utilization / area [sq um] / cells / setup WS, ns / hold slack [ns]
after floorplan: - / 449 / 46 / 1.85 / 0.384
final: 0.183 / 624 / 104 / 1.50 / 0.562
after global routing: 0.183 / 624 / 104 / 1.36 / 0.610
after global placement: 0.176 / 602 / 101 / 1.37 / 0.544
after CTS: 0.183 / 624 / 104 / 1.51 / 0.563
after detailed placement: 0.176 / 602 / 101 / 1.34 / 0.550
## worst max-delay path: stages, from the launching register on
cell	delay, ns
sky130_fd_sc_hd__dfrtp_1	0.42
sky130_fd_sc_hd__nand4bb_1	0.43
sky130_fd_sc_hd__inv_1	0.25
sky130_fd_sc_hd__ha_1	0.20
sky130_fd_sc_hd__nand2_1	0.07
sky130_fd_sc_hd__a222oi_1	0.27
sky130_fd_sc_hd__o41ai_1	0.12
## layer usage
| layer | routed length, um | share of wire |
|---|---|---|
| met1 | 435 | 0.45 |
| met2 | 337 | 0.35 |
| met3 | 163 | 0.17 |
| met4 | 23 | 0.024 |
| met5 | 0 | 0 |
## power by group through the flow
| stage | registers, mW | logic (mW) | clock network [mW] |
|---|---|---|---|
| 5_1_grt | 0.147 | 0.0920 | 0.0815 |
| 6_report | 0.141 | 0.0810 | 0.0739 |
| 4_1_cts | 0.142 | 0.0826 | 0.0796 |
## worst max path at each step
stage / to / start / slack [ns]
global route: bcd1b.count_reg[3] / bcd1a.count_reg[1] / 1.36
finish: bcd1b.count_reg[3] / bcd1a.count_reg[1] / 1.50
CTS: bcd2_out[7] / bcd1b.count_reg[3] / 1.51
## cell type report
| cell class | instances | area (sq um) |
|---|---|---|
| Clock buffer | 3 | 22.5 |
| Sequential cell | 8 | 200 |
| Tap cell | 46 | 57.6 |
| Multi-Input combinational cell | 32 | 225 |
| Inverter | 5 | 18.8 |
| Timing Repair Buffer | 10 | 100 |
| Fill cell | 391 | 2790 |
## kinds of logic (layout without fill, tap and decap cells)
kind of cell,after synthesis,in the layout,synth area share
DFF,8,8,0.446
and+or+nand+nor,15,15,0.178
adders and majority gates,4,4,0.111
muxes,1,1,0.0223
AOI/OAI and AO/OA,12,12,0.189
buffers and inverters,6,18,0.0529
## layout by cell type (no fill, tap or decap), drive strengths merged
cell           count
nor2               1
o21a               1
mux2i              1
nor2b              1
ha                 4
and2               1
inv                5
clkbuf             3
nand3              3
o311ai             1
o21ai              2
nand2              5
o22a               1
a31o               1
a222oi             1
a21o               1
o41ai              1
clkdlybuf4s50     10
nand4bb            1
a21oi              3
nand3b             1
nand2b             1
dfrtp              8
nor3               1
Power is estimated from default activity; no workload was simulated.
